--- flow/config.mk ---
export PLATFORM = sky130hd
export DESIGN_NAME = RAM
export DESIGN_NICKNAME = RAM
export VERILOG_FILES = /design/flow/design.v
export SDC_FILE = /design/flow/constraint.sdc
export NUM_CORES = 4
export LEC_CHECK = 1
export CORE_UTILIZATION = 40
--- flow/constraint.sdc ---
current_design RAM

set clk_period 3.3
set clk_io_pct 0.2

create_clock -name clk0 -period $clk_period [get_ports {CLK}]

set non_clock_inputs [all_inputs -no_clocks]
set_input_delay [expr $clk_period * $clk_io_pct] -clock clk0 $non_clock_inputs
set_output_delay [expr $clk_period * $clk_io_pct] -clock clk0 [all_outputs]
--- flow/design.v ---
`timescale 1ns / 1ps
module RAM(
    (* DONT_TOUCH = "TRUE" *) input CLK,
    (* DONT_TOUCH = "TRUE" *) input [15:0] Data_In,
    (* DONT_TOUCH = "TRUE" *) input [11:0] ADDR,
                              output [15:0] D_Out,
    (* DONT_TOUCH = "TRUE" *) input WE
    );
    reg [15:0] memory[11:0];
    initial begin
        memory[4]<=19;
    end
    assign D_Out = memory[ADDR];
    always@(posedge CLK)
    begin
        if(WE==1)
        begin
            memory[ADDR]=Data_In;
        end
        else begin
        end
    end          
endmodule
--- flow/run.sh ---
#!/bin/bash
# OpenROAD 26Q1-2900-gdf79404cd8, Yosys 0.63+post, stock flow scripts
make -C /OpenROAD-flow-scripts/flow DESIGN_CONFIG=/design/flow/config.mk WORK_HOME=/design/flow/orfs finish
==> flow_summary.json <==
{
  "ys_types": 22,
  "dieArea_um2": 19600,
  "synth_flops": 192,
  "path_clk_slew_ps": 70,
  "grt_pass1_wl_um": 22700,
  "synth-edff-count": 192,
  "holdPathStages": 1,
  "synth-async-reset-ratio": 0,
  "n_fill_cell": 1476,
  "path_delay_family": "buffers and inverters",
  "fin_setup_tns_ps": 0,
  "ys_area_um2": 7610,
  "ys_cells": 381,
  "cts_hold_buf": 0,
  "worst_pin_slew_ps": 534,
  "cts.sinks": 192,
  "synth_seq_share": 0.757,
  "io_buffer_count": 37,
  "slew_viol_final": 0,
  "setup_violations": 0,
  "top_register": "memory",
  "cts_inserted_buffers": 17,
  "cts_root_buf": "clkbuf_16",
  "dp.cells": 671,
  "critical_path_depth": 6,
  "rsz0062_at_grt": "no",
  "route.antenna.remaining_nets": 0,
  "top_cells_by_count": "edfxtp_1, mux2_2, mux2i_1, nand2_1",
  "htreeDepth": 4,
  "dpl-instance-area_um2": 8560,
  "drc": 0,
  "drt-pass1-iter-count": 5,
  "cap_violations": 0,
  "initial_core_util": 0.407,
  "regArea_um2": 5770,
  "drt_iter0_drc": 249,
  "slowest_stage": "clkdlybuf4s50_1",
  "synthCells": 381,
  "syn-cell-area_um2": 7610,
  "die_width_um": 140,
  "relSlewSlack": 0.642,
  "drt-total-wl_um": 14800,
  "crit_chain": "dlygate4sd2_1 > nor2b_1 > buf_4 > a22o_1 > o31ai_2 > clkdlybuf4s50_1",
  "wl_per_cell_um": 21.0,
  "fmax_ghz": 0.324,
  "track_usage": 0.172,
  "hp-class": "in -> reg",
  "yosysTopAreaCellShare": 0.757,
  "rows": 50,
  "stdcell_count": 703,
  "syn_to_final_growth_pct": 20.4,
  "status": "finished, final reports clean",
  "antenna_found_initial": 0,
  "viasPerCell": 5.31,
  "irDropWorstVdd_mv": 0.396,
  "yosysWarningCount": 1,
  "grt_max_degree": 25,
  "vias": 3732,
  "grt_pass1_vias": 3915,
  "p_per_area_nw_per_um2": 563,
  "logic_area_um2": 1690,
  "gp_congestion": 0.793,
  "largest_reg_flops": 192,
  "hold_viol": 0,
  "leakagePower_nw": 3.07,
  "finalPower_mw": 5.16,
  "cts_buffer_depth": 2,
  "warning_count": 33,
  "critPathMaxStageDelay_ps": 520,
  "cp_max_fo": 8,
  "cts_tree": "done",
  "min_period_ps": 3080,
  "end_kind": "output port",
  "setup_slack_ps": 216,
  "stdcell_area_um2": 9170,
  "design.core.area_um2": 18700,
  "netlist.top_cell.by_area": "edfxtp_1",
  "grt_overflow": 0,
  "yosys_most_used_dff": "edfxtp_1",
  "arrival_ps": 2420,
  "die_height_um": 140,
  "crit_buf_inv": 3,
  "dpl.hpwl_um": 9270,
  "most_common_cell": "edfxtp_1",
  "reg_top3": "memory (192)",
  "crit_type": "in -> out",
  "syn_area_per_cell_um2": 20.0,
  "top_cells_by_area": "edfxtp_1, mux2_2, mux4_2",
  "period_used_share": 0.934,
  "antenna_cells": 0,
  "cp.required_ps": 2640,
  "pin_count": 46,
  "post-cts-setup-buffer-count": 0,
  "start_kind": "input pin",
  "drive_above_1_share": 0.326,
  "post-place-ws_ps": 0.899
}
final cells by class:
cell class | instances | area share
clock buffer | 17 | 0.0464
clock inverter | 15 | 0.0199
multi-input combinational | 166 | 0.185
sequential | 192 | 0.629
tap | 234 | 0.0319
timing repair buffer | 79 | 0.0878
worst paths after layout:
kind / start / endpoint
max: ADDR[1] / D_Out[11]
min: Data_In[9] / memory[11][9]$_DFFE_PP_
stage by stage:
stage | hold WS (ps) | utilization
CTS | 1040 | 0.490
global route | 1090 | 0.490
floorplan | 759 | -
global placement | 1460 | 0.457
detailed placement | 1500 | 0.457
finish | 1060 | 0.490
cells in the final DEF (no fill, tap or decap), types with 10 or more instances in the layout:
master | netlist | routed
a22o_1 | 16 | 16
buf_12 | 3 | 10
buf_4 | 5 | 33
clkbuf_16 | 0 | 17
clkdlybuf4s50_1 | 0 | 33
edfxtp_1 | 192 | 192
mux2_2 | 32 | 32
mux2i_1 | 32 | 32
mux4_2 | 16 | 16
nand2_1 | 18 | 18
o22ai_1 | 15 | 15
o31ai_2 | 16 | 16
power by group:
| group | total [mW] | internal, mW | leakage, nW | switching, mW |
|---|---|---|---|---|
| registers | 2.74 | 2.73 | 1.73 | 0.00963 |
| clock network | 2.07 | 1.20 | 0.299 | 0.870 |
| logic | 0.341 | 0.173 | 1.03 | 0.169 |
| total | 5.16 | 4.11 | 3.07 | 1.05 |
routing by layer:
metal / routed length (um) / GRT usage / vias up / share of wire
met5: 0 / 0 / - / 0
met4: 320 / 0.0301 / 0 / 0.022
met3: 1610 / 0.0927 / 19 / 0.11
met2: 7090 / 0.260 / 153 / 0.48
met1: 5740 / 0.240 / 1851 / 0.39
li1: - / - / 1709 / -
cells by family (layout without fill, tap and decap cells):
logic type,after synthesis,count (layout),share of synthesized area
AOI/OAI and AO/OA,48,48,0.0587
muxes,80,80,0.137
buffers and inverters,23,111,0.0251
DFF,192,192,0.757
and+or+nand+nor,38,38,0.0222
what timing repair did:
| item | 4_1_cts | 5_1_grt |
|---|---|---|
| pin swaps | 0 | 2 |
| endpoints found under the hold margin | 0 | 0 |
| endpoints found under the setup margin | 7 | 2 |
| gates resized | 1 | 1 |
No activity file was given, so power comes from the tool's default toggle rates.
