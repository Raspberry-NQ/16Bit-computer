### design.v
`timescale 1ns / 1ps
module ALU(
    input [15:0] AIn,
    input [15:0] BIn,
    output  [15:0] Out,
    input PlusE,
    input SubE,
    output  F
    );
    wire [16:0] data=17'b0_0000_0000_0000_0000;
    wire set;
    wire oe;
    wire [16:0] ooo=PlusE? (AIn+BIn):(AIn-BIn);
    assign F = ooo[16];
    assign oe = PlusE^SubE;
    assign set = oe & PlusE ;
    assign Out = set?ooo[15:0]:16'bzzzz_zzzz_zzzz_zzzz;
endmodule
### run.sh
#!/bin/bash
# OpenROAD 26Q1-2900-gdf79404cd8, Yosys 0.63+post, stock flow scripts
make -C /OpenROAD-flow-scripts/flow DESIGN_CONFIG=/design/flow/config.mk WORK_HOME=/design/flow/orfs finish
### config.mk
export PLATFORM = sky130hd
export DESIGN_NAME = ALU
export DESIGN_NICKNAME = ALU
export VERILOG_FILES = /design/flow/design.v
export SDC_FILE = /design/flow/constraint.sdc
export NUM_CORES = 4
export LEC_CHECK = 1
export CORE_AREA = 10 10 94 94
export DIE_AREA = 0 0 104 104
### constraint.sdc
current_design ALU

set clk_period 21.3
set clk_io_pct 0.2

create_clock -name clk0 -period $clk_period

set non_clock_inputs [all_inputs -no_clocks]
set_input_delay [expr $clk_period * $clk_io_pct] -clock clk0 $non_clock_inputs
set_output_delay [expr $clk_period * $clk_io_pct] -clock clk0 [all_outputs]
==> results.txt <==
flow finished, numbers: status=complete, no violations, Syn Inst Count=160, final RePlAce weighted congestion=0.736, GR Overflow Total=0, Antenna Cells=0, Vias/cell=4.11, post-DR wirelength/cell=11.7 um, Synth top cell by count=nor2_1, clkbuf count=0, Tmin final=12.13 ns, period utilization=56.9%, post-CTS sizing=0, max-cap viol count=0, num rows=30, M1 GR Usage=7.28%, DR DRC count=0, area reported by Yosys stat=0.00111 mm^2, unrepaired setup endpoints after global routing=false, worst-margin pin slew=0.628 ns, storage element area=0 um^2, placed insts=303, WL final=3.54 mm, hold buffers post-CTS=0, Area Growth Syn to Fin=54.1%, Routed Antenna Nets=0, Setup WS pre-CTS=9.11 ns, Ys Warns=1, number of sequential cells=0, M2 GR Usage=13.2%, post-synth cell types=39, Post-Layout Cell Count=303, post-route setup slack=9.17 ns, Logic pwr share=100.0%, TritonRoute pass-1 iters=4, largest net degree at the start of global routing=17, top area contributor share=19.1%, Die X=104 um, Mapped Area=0.00111 mm^2, Power Total=66.3 uW, CP max FO=6, switch share=41.4%, worst hold margin=9.56 ns, GRT Resource Usage Total=6.43%, gr busiest metal=met2, f_max=82.4 MHz, worst vdd ir=0.00611 mV, Crit path arrival time=7.87 ns, # setup viols final=0, core region area=0.00683 mm^2, met3 Track Usage GR=0.501%, die area=0.0108 mm^2, Log Warnings=33, number of global-route vias before repair=1,276, worst hold path type=input pin to output port, CP Launch Type=input pin, routed via count=1,246, die height=104 um, Internal Power=38.8 uW, Post-synth top cells=23 x nor2_1, 17 x ha_1, 17 x xor2_1, 13 x a21oi_1, 11 x nand2_1, Core Util at FP=16.3%, Yosys Instances=160, fillers=774, register share after synthesis=0%, setup bufs post-CTS=0, Avg Cell Area, Syn=6.95 um^2, Synth area leader=ha_1, initial drt markers=20, hpwl dp=3.33 mm, Buffers on Ports=50, first-pass GRT wire length=5.98 mm, data required time of the worst path=17.04 ns, kind of critical path=input pin to output port, num ports=51, antenna violations before repair=0, share of cells above drive strength 1=4.35%, Synth area leaders=ha_1 19%, xor2_1 13%, nor2_1 7.8%, xnor2_1 6.3%, a21oi_1 5.8%, clock power share=0%, sequential share of power=0%, max-slew violations=0, setup tns final=0 ns, Pwr per Cell Area=38.7 mW/mm^2, Final Hold Violating Endpoints=0, CP endpoint kind=output port, worst rel slew slack=57.7%, Pleak=0.000681 uW, Sw Pwr=27.5 uW
[stage by stage]
stage | util (%) | instance area [um^2]
floorplan | - | 1110
global placement | 25.1 | 1710
detailed placement | 25.1 | 1710
CTS | 25.1 | 1710
global route | 25.1 | 1710
finish | 25.1 | 1710
[layer usage]
metal,up-vias,wire [um]
li1,682,-
met5,-,0
met3,0,71
met2,13,2020
met1,551,1450
met4,0,0
[critical path, stage by stage]
cell and delay [ns]:
clkdlybuf4s50_1 0.45, nor3_1 0.34, nand2_1 0.10, nor3_1 0.29, a21o_1 0.22, o21ai_0 0.11
xor2_1 0.18, ha_1 0.36, a21o_2 0.22, a31o_1 0.18, a21o_1 0.17, a221o_1 0.35
xnor2_1 0.15, clkdlybuf4s50_1 0.49
[cells in the final DEF, fill, tap and decap left out, types with 6 or more instances in the layout]
| master | Yosys | routed |
|---|---|---|
| clkdlybuf4s50_1 | 0 | 50 |
| nor2_1 | 23 | 23 |
| xor2_1 | 17 | 17 |
| ha_1 | 17 | 17 |
| a21oi_1 | 13 | 13 |
| nand2_1 | 11 | 11 |
| nor3_1 | 8 | 8 |
| xnor2_1 | 8 | 8 |
| o21ai_0 | 7 | 7 |
| inv_1 | 6 | 6 |
[power by group through the flow]
| stage | registers [uW] | logic, uW | clock network (uW) |
|---|---|---|---|
| CTS | 0 | 68.2 | 0 |
| global route | 0 | 74.2 | 0 |
| finish | 0 | 66.3 | 0 |
[path summary, 6_finish.rpt]
path | to | startpoint | cells past startpoint | slack (ns)
max | F | BIn[0] | 14 | 9.17
min | Out[0] | AIn[0] | 3 | 9.56
[cells by family after synthesis]
family | count (synthesis) | synth area share [%]
muxes | 1 | 1.01
and+or+nand+nor | 58 | 24.0
AOI/OAI and AO/OA | 49 | 30.7
xor gates and xnor gates | 25 | 19.7
adders and majority gates | 18 | 20.9
buffers and inverters | 9 | 3.71
[cell type report]
cell class / instances / area (um^2) / share of cell area (%)
repair buffers: 50 / 500 / 29.2
well taps: 96 / 120 / 7.01
inverters: 6 / 22.5 / 1.31
multi-input cells: 151 / 1070 / 62.5
Power is estimated from default activity; no workload was simulated.
