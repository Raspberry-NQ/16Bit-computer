--- design/flow/run.sh ---
#!/bin/bash
# OpenROAD 26Q1-2900-gdf79404cd8, Yosys 0.63+post, stock flow scripts
make -C /OpenROAD-flow-scripts/flow DESIGN_CONFIG=/design/flow/config.mk WORK_HOME=/design/flow/orfs finish
--- design/flow/config.mk ---
export PLATFORM = sky130hd
export DESIGN_NAME = Decoder
export DESIGN_NICKNAME = Decoder
export VERILOG_FILES = /design/flow/design.v
export SDC_FILE = /design/flow/constraint.sdc
export NUM_CORES = 4
export LEC_CHECK = 1
export CORE_AREA = 10 10 70 70
export DIE_AREA = 0 0 80 80
--- design/flow/constraint.sdc ---
current_design Decoder

set clk_period 1.3
set clk_io_pct 0.2

create_clock -name clk0 -period $clk_period [get_ports {sclk}]

set non_clock_inputs [all_inputs -no_clocks]
set_input_delay [expr $clk_period * $clk_io_pct] -clock clk0 $non_clock_inputs
set_output_delay [expr $clk_period * $clk_io_pct] -clock clk0 [all_outputs]
--- design/flow/design.v ---
`timescale 1ns/1ps
module ROM(
    input [4:0] ADDR,
    output [15:0] D_Out
    );
    parameter SPIAddrIn=   16'b1000000000000000;
	parameter SPIDWrite=   16'b0100000000000000;
	parameter SPIDRead=    16'b0010000000000000;
	parameter DROMDRead=   16'b0001000000000000;
	parameter RAMDWrite=   16'b0000100000000000;
	parameter RAMDRead=    16'b0000010000000000;
	parameter PCpp=        16'b0000001000000000;
	parameter PCWrite=     16'b0000000100000000;
	parameter PlusOut=     16'b0000000010000000;
	parameter SubOut=      16'b0000000001000000;
	parameter ZeroSet=     16'b0000000000100000;
	parameter IPIn=        16'b0000000000010000;
	parameter RCIn=        16'b0000000000001000; 
	parameter RCOut=       16'b0000000000000100;
	parameter RBIn=        16'b0000000000000010;
	parameter RAIn=        16'b0000000000000001;
    reg [15:0] memory[31:0];
    reg [15:0] od=0;
    initial begin
        od=0;
        memory[5'b00000]=IPIn; 
        memory[5'b10000]=DROMDRead|RAIn|PCpp;
        memory[5'b00001]=IPIn; 
        memory[5'b10001]=DROMDRead|RBIn|PCpp;
        memory[5'b00010]=IPIn; 
        memory[5'b10010]=DROMDRead+RCIn+PCpp;
        memory[5'b00011]=IPIn; 
        memory[5'b10011]=RAMDRead|RAIn|PCpp;
        memory[5'b00100]=IPIn; 
        memory[5'b10100]=RAMDRead|RBIn|PCpp;
        memory[5'b00101]=IPIn; 
        memory[5'b10101]=RAMDRead|RCIn|PCpp;
        memory[5'b00110]=IPIn; 
        memory[5'b10110]=RCOut|RAMDRead|PCpp;
        memory[5'b00111]=IPIn; 
        memory[5'b10111]=RCOut|PCWrite|PCpp;
        memory[5'b01000]=IPIn; 
        memory[5'b11000]=RCOut|ZeroSet|PCWrite|PCpp;
        memory[5'b01001]=IPIn; 
        memory[5'b11001]=PlusOut|RAMDWrite;
        memory[5'b01010]=IPIn; 
        memory[5'b11010]=SubOut|RAMDWrite;
        memory[5'b01011]=IPIn; 
        memory[5'b11011]=RAMDRead|SPIAddrIn;
        memory[5'b01100]=IPIn; 
        memory[5'b11100]=RAMDRead|SPIDWrite;
        memory[5'b01101]=IPIn; 
        memory[5'b11101]=SPIDRead|RAMDWrite;
    end
    assign D_Out = memory[ADDR];
endmodule
module Decoder(	input sclk,
                input [3:0] command,
				output clk,
				output  [15:0] ctrl_wrd
				);
	reg count;
	wire [15:0] promtoout;
	assign ctrl_wrd = promtoout;
    assign clk=~sclk;
    wire [4:0] x;
	ROM prom(.ADDR(x),.D_Out(promtoout));
	assign x[4:4] = count;
	assign x[3:0] = command;
initial begin
    count <= 0;
end
always @ (posedge sclk)begin
        count=count+1;
    end
endmodule
==> impl_table.tex <==
% Synthesis and place-and-route results
\begin{tabular}{lr}
\hline
Metric & Value \\
\hline
\multicolumn{2}{l}{\textbf{Yosys}} \\
\quad Synth warnings & 2 \\
\quad Yosys cell count & 41 \\
\quad Share of the yosys chip area belonging to registers & 0.0684 \\
\quad Area of the mapped netlist & roughly 290 um\^{}2 \\
\quad Number of distinct library cells after synthesis & 16 \\
\quad Mean cell area of the mapped netlist & $\sim$7 um\^{}2 \\
\quad FF+latch count, synth & 1 \\
\quad Cell count after synthesis & just over 40 \\
\quad Chip Area, Yosys & between 200 and 300 um\^{}2 \\
\multicolumn{2}{l}{\textbf{Power}} \\
\quad Maximum VDD drop & roughly 0.11 mV \\
\quad Power density cells & 405 nW/um\^{}2 \\
\quad Overall power of the completed layout & approximately 0.36 mW \\
\quad Leakage power figure & 0.404 nW \\
\multicolumn{2}{l}{\textbf{Final layout}} \\
\quad Dominant logic cell type in the layout & buf\_4 \\
\quad Max FFs per register & 1 \\
\quad Filler cell count in the final layout & approximately 370 \\
\quad Largest registers & count: 1 flops \\
\quad Share of cells above drive strength 1 & 0.865 \\
\quad Final std cells w/o fill & roughly 140 \\
\quad Most used cells in the layout excluding fill and tap cells & 17 x buf\_4, 14 x buf\_6, 12 x buf\_2 \\
\quad Layout Area Growth over Synthesis & 205\% \\
\quad Register containing the most flip-flops in the final layout & count \\
\multicolumn{2}{l}{\textbf{Final timing}} \\
\quad Max frequency & 705 MHz \\
\quad Remaining max-slew budget at the tightest pin & 0.872 \\
\quad Fin Setup TNS & -518 ps \\
\quad Pin slew with the least headroom to its limit & between 150 and 200 ps \\
\quad Fin. max-slew vios & 0 \\
\quad Worst Hold Slack & 605 ps \\
\quad Total of endpoints with negative setup slack in the final report & 8 \\
\quad Unrepaired setup endpoints after global routing & yes \\
\quad Clock Skew & 0 ps \\
\quad Period utilisation layout & 1.09 \\
\quad Worst Slack Setup Final & -119 ps \\
\quad Final Hold Vio Count & 0 \\
\quad Time the final worst path needs with I/O delays and setup & $\sim$1400 ps \\
\multicolumn{2}{l}{\textbf{Place}} \\
\quad Placed cell count & about 120 \\
\quad Setup WS pre-CTS & -890 ps \\
\quad Detail Placement HPWL & approximately 1000 um \\
\quad Number of input and output port buffers inserted & 21 \\
\quad Global placer's final weighted congestion & slightly below 0.8 \\
\multicolumn{2}{l}{\textbf{Detailed routing}} \\
\quad DR iter-0 viols & 16 \\
\quad Number of remaining DRC errors & 0 \\
\quad Sum of routed wire length over all layers & 1460 um \\
\quad Number of routed nets with antenna violations & 0 \\
\quad Wire length per cell & roughly 11 um \\
\quad Vias per inst & 3.41 \\
\quad First-pass iteration count of the detailed router & 2 \\
\quad Total number of vias & 461 \\
\quad Ant diodes & 0 \\
\multicolumn{2}{l}{\textbf{Worst setup path}} \\
\quad Crit path cell chain & and2b\_2, buf\_6, and3\_4, buf\_6 \\
\quad Number of buffers and inverters on the critical path & 2 \\
\quad Number of cells on the worst reg-to-reg path & 3 \\
\quad R2R Setup Slk & 600 ps \\
\quad Maximum fanout along the worst path & 3 \\
\quad Endpoint of the worst-slack reg-to-reg timing path & count \\
\quad Worst EP required & between 1000 and 1500 ps \\
\quad Kind of end point of the critical path & output port \\
\quad Largest incremental delay on the critical path & 340 ps \\
\quad Startpoint type of the worst setup path & register \\
\quad Critical path class & register to output port \\
\quad Top cell by count, worst path & buf\_6 \\
\quad Max stage delay cell, worst path & dfxtp\_4 \\
\quad Kind of cell with the highest combined delay on the critical path & simple AND/OR/NAND/NOR gates \\
\quad Critical path depth in cells & 4 \\
\quad Launch instance of the worst register-to-register path & count \\
\quad Arrival @ worst endpoint & 1160 ps \\
\quad End point of the critical path & ctrl\_wrd[15] \\
\quad Critical Path Start & count \\
\multicolumn{2}{l}{\textbf{Clock tree}} \\
\quad Clk latency late pin & about 230 ps \\
\quad Library cell used as clock root buffer & clkbuf\_4 \\
\quad Number of buffers created by CTS & 3 \\
\quad Clock tree from TritonCTS & yes \\
\quad Number of buffers inserted for hold repair after clock tree synthesis & 0 \\
\quad Clock-pin slew on the worst setup and hold paths & approximately 40 ps \\
\quad CTS H-Tree Depth & 1 \\
\quad Maximum buffer depth of the clock tree & 2 \\
\multicolumn{2}{l}{\textbf{Die}} \\
\quad Die Outline Area & around 6400 um\^{}2 \\
\quad Number of placed I/O pins & 22 \\
\quad Site Rows & 21 \\
\quad X dimension of the die & 80 um \\
\quad Y dimension of the die & $\sim$80 um \\
\quad Pre-Place Util & 0.0857 \\
\quad Core area & 3420 um\^{}2 \\
\multicolumn{2}{l}{\textbf{GRT}} \\
\quad Overall global routing resource usage & 0.0430 \\
\quad Global-route wire length before repair & between 2000 and 2500 um \\
\quad Largest net degree at the start of global routing & 10 \\
\quad Initial antenna violation count & 0 \\
\quad Via count of the first global-routing pass & a little under 500 \\
\quad Remaining global-route overflow & 0 \\
\multicolumn{2}{l}{\textbf{Flow run}} \\
\quad Maximum Capacitance Violations & 0 \\
\quad Log Warnings & 33 \\
\multicolumn{2}{l}{\textbf{Status}} \\
\quad Run status & complete, but fails checks \\
\quad Violations in the final reports & setup timing \\
\multicolumn{2}{l}{\textbf{Min path}} \\
\quad HP Class & clock port to output port \\
\hline
\end{tabular}
-- worst min-delay path by stage --
stage	from	endpoint	depth (start not counted)
finish	sclk	clk	4
global route	sclk	clk	4
CTS	count	count	2
-- layout make-up --
| cell class | instances | area [um^2] | share of cell area |
|---|---|---|---|
| inverter | 3 | 18.8 | 0.0210 |
| clock inverter | 1 | 3.75 | 0.00421 |
| clock buffer | 5 | 31.3 | 0.0351 |
| timing repair buffer | 45 | 362 | 0.405 |
| tap | 46 | 57.6 | 0.0645 |
| multi-input combinational | 34 | 395 | 0.443 |
| sequential | 1 | 23.8 | 0.0266 |
-- cell families (layout without fill, tap and decap cells) --
family / after synthesis / count (layout) / synth area share
DFF: 1 / 1 / 0.0684
and+or+nand+nor: 21 / 21 / 0.393
adders and majority gates: 5 / 5 / 0.214
AOI/OAI and AO/OA: 4 / 4 / 0.0812
buffers and inverters: 6 / 54 / 0.103
muxes: 4 / 4 / 0.141
-- where the power goes --
part / switching, mW / leakage (nW) / internal (mW)
sequential: 0 / 0.00886 / 0.0288
clock: 0.0524 / 0.0242 / 0.139
combinational: 0.0607 / 0.370 / 0.0811
total: 0.113 / 0.404 / 0.248
-- synth_stat cells --
cell	instances	area [um^2]
buf_4	2	15.0
mux2i_1	3	30.0
nor3_1	2	10.0
inv_1	4	15.0
nand2b_1	3	18.8
and2b_1	1	7.51
nand3b_1	3	22.5
a21oi_1	3	15.0
nand2_1	2	7.51
and3_1	4	25.0
nor2_1	5	18.8
dfxtp_1	1	20.0
nand3_1	1	5.00
ha_1	5	62.6
mux2_1	1	11.3
o2bb2ai_1	1	8.76
-- tightest hold or removal path: stages --
cell and delay (ps):
clkbuf_4 110, clkbuf_4 110, inv_1 30, buf_2 100
-- stage by stage --
stage	utilization	instance area, um^2
CTS	0.233	795
finish	0.261	892
global route	0.261	892
floorplan	-	293
detailed placement	0.184	628
global placement	0.184	628
-- routing by layer --
metal	wire length, um	part of all wire	vias to the layer above	global-route usage
met5	0	0	-	0
met4	15	0.010	0	0.00880
met3	166	0.11	2	0.0227
met2	663	0.45	16	0.0642
met1	613	0.42	207	0.0535
li1	-	-	236	-
-- what timing repair did --
item	CTS	global route
pin swaps	13	8
resized	103	24
buffers inserted	13	1
endpoints found under the setup margin	17	14
Power figures rest on the tool's default switching activity, not on a simulated workload.
